==> ./design.v <==
`timescale 1ns / 1ps
module DSR_right_N_S(a,b,c);
        parameter N=8;
        parameter S=4;
        input [N-1:0] a;
        input [S-1:0] b;
        output [N-1:0] c;
wire [N-1:0] tmp [S-1:0];
assign tmp[0]  = b[0] ? a >> 7'd1  : a; 
genvar i;
generate
	for (i=1; i<S; i=i+1)begin:loop_blk
		assign tmp[i] = b[i] ? tmp[i-1] >> 2**i : tmp[i-1];
	end
endgenerate
assign c = tmp[S-1];
endmodule
module LOD_N (in, out);
  function [31:0] log2;
    input reg [31:0] value;
    begin
      value = value-1;
      for (log2=0; value>0; log2=log2+1)
	value = value>>1;
    end
  endfunction
parameter N = 8;
parameter S = log2(N); 
input [N-1:0] in;
output [S-1:0] out;
wire vld;
LOD #(.N(N)) l1 (in, out, vld);
endmodule
module LOD (in, out, vld);
  function [31:0] log2;
    input reg [31:0] value;
    begin
      value = value-1;
      for (log2=0; value>0; log2=log2+1)
	value = value>>1;
    end
  endfunction
parameter N = 16;
parameter S = log2(N);
   input [N-1:0] in;
   output [S-1:0] out;
   output vld;
  generate
    if (N == 2)
      begin
	assign vld = |in;
	assign out = ~in[1] & in[0];
      end
    else if (N & (N-1))
      LOD #(1<<S) LOD ({1<<S {1'b0}} | in,out,vld);
    else
      begin
	wire [S-2:0] out_l, out_h;
	wire out_vl, out_vh;
	LOD #(N>>1) l(in[(N>>1)-1:0],out_l,out_vl);
	LOD #(N>>1) h(in[N-1:N>>1],out_h,out_vh);
	assign vld = out_vl | out_vh;
	assign out = out_vh ? {1'b0,out_h} : {out_vl,out_l};
      end
  endgenerate
endmodule
module LZD_N (in, out);
  function [31:0] log2;
    input reg [31:0] value;
    begin
      value = value-1;
      for (log2=0; value>0; log2=log2+1)
	value = value>>1;
    end
  endfunction
parameter N = 8;
parameter S = log2(N); 
input [N-1:0] in;
output [S-1:0] out;
wire vld;
LZD #(.N(N)) l1 (in, out, vld);
endmodule
module LZD (in, out, vld);
  function [31:0] log2;
    input reg [31:0] value;
    begin
      value = value-1;
      for (log2=0; value>0; log2=log2+1)
	value = value>>1;
    end
  endfunction
parameter N = 64;
parameter S = log2(N);
   input [N-1:0] in;
   output [S-1:0] out;
   output vld;
  generate
    if (N == 2)
      begin
	assign vld = ~&in;
	assign out = in[1] & ~in[0];
      end
    else if (N & (N-1))
      LZD #(1<<S) LZD ({1<<S {1'b0}} | in,out,vld);
    else
      begin
	wire [S-2:0] out_l;
	wire [S-2:0] out_h;
	wire out_vl, out_vh;
	LZD #(N>>1) l(in[(N>>1)-1:0],out_l,out_vl);
	LZD #(N>>1) h(in[N-1:N>>1],out_h,out_vh);
	assign vld = out_vl | out_vh;
	assign out = out_vh ? {1'b0,out_h} : {out_vl,out_l};
      end
  endgenerate
endmodule
module DSR_left_N_S(a,b,c);
        parameter N=8;
        parameter S=4;
        input [N-1:0] a;
        input [S-1:0] b;
        output [N-1:0] c;
wire [N-1:0] tmp [S-1:0];
assign tmp[0]  = b[0] ? a << 7'd1  : a; 
genvar i;
generate
	for (i=1; i<S; i=i+1)begin:loop_blk
		assign tmp[i] = b[i] ? tmp[i-1] << 2**i : tmp[i-1];
	end
endgenerate
assign c = tmp[S-1];
endmodule
module add_N (a,b,c);
parameter N=8;
input [N-1:0] a,b;
output [N:0] c;
assign c = {1'b0,a} + {1'b0,b};
endmodule
module sub_N (a,b,c);
parameter N=8;
input [N-1:0] a,b;
output [N:0] c;
assign c = {1'b0,a} - {1'b0,b};
endmodule
module data_extract(in, rc, regime, exp, mant, Lshift);
function [31:0] log2;
input reg [31:0] value;
	begin
	value = value-1;
	for (log2=0; value>0; log2=log2+1)
        	value = value>>1;
      	end
endfunction
parameter N=8;
parameter Bs=log2(N);
parameter es = 2;
input [N-1:0] in;
output rc;
output [Bs-1:0] regime, Lshift;
output [es-1:0] exp;
output [N-es-1:0] mant;
wire [N-1:0] xin = in;
assign rc = xin[N-2];
wire [Bs-1:0] k0, k1;
LOD_N #(.N(N)) xinst_k0(.in({xin[N-2:0],1'b0}), .out(k0));
LZD_N #(.N(N)) xinst_k1(.in({xin[N-3:0],2'b0}), .out(k1));
assign regime = xin[N-2] ? k1 : k0;
assign Lshift = xin[N-2] ? k1+1 : k0;
wire [N-1:0] xin_tmp;
DSR_left_N_S #(.N(N), .S(Bs)) ls (.a({xin[N-3:0],2'b0}),.b(Lshift),.c(xin_tmp));
assign exp= xin_tmp[N-1:N-es];
assign mant= xin_tmp[N-es-1:0];
endmodule
module add_mantovf (a,mant_ovf,c);
parameter N=8;
input [N:0] a;
input mant_ovf;
output [N:0] c;
assign c = a + mant_ovf;
endmodule
module posit_adder (clk,in1_reg,in2_reg,start, out_reg,inf, zero, done);
function [31:0] log2;
input reg [31:0] value;
	begin
	value = value-1;
	for (log2=0; value>0; log2=log2+1)
        	value = value>>1;
      	end
endfunction
parameter N = 8;	 
parameter Bs = log2(N); 
parameter es = 2;	 
input clk;
input [N-1:0] in1_reg, in2_reg;
input start;
output reg [N-1:0] out_reg; 
output inf, zero;
output done;
reg [N-1:0] in1,in2;
wire [N-1:0]out;
always@(posedge clk)
begin
 in1=in1_reg;
 in2=in2_reg;
end
wire start0= start;
wire s1 = in1[N-1];
wire s2 = in2[N-1];
wire zero_tmp1 = |in1[N-2:0];
wire zero_tmp2 = |in2[N-2:0];
wire inf1 = in1[N-1] & (~zero_tmp1),
	inf2 = in2[N-1] & (~zero_tmp2);
wire zero1 = ~(in1[N-1] | zero_tmp1),
	zero2 = ~(in2[N-1] | zero_tmp2);
assign inf = inf1 | inf2,
	zero = zero1 & zero2;
wire rc1, rc2;
wire [Bs-1:0] regime1, regime2, Lshift1, Lshift2;
wire [es-1:0] e1, e2;
wire [N-es-1:0] mant1, mant2;
wire [N-1:0] xin1 = s1 ? -in1 : in1;
wire [N-1:0] xin2 = s2 ? -in2 : in2;
data_extract #(.N(N),.es(es)) uut_de1(.in(xin1), .rc(rc1), .regime(regime1), .exp(e1), .mant(mant1), .Lshift(Lshift1));
data_extract #(.N(N),.es(es)) uut_de2(.in(xin2), .rc(rc2), .regime(regime2), .exp(e2), .mant(mant2), .Lshift(Lshift2));
wire [N-es:0] m1 = {zero_tmp1,mant1}, 
	m2 = {zero_tmp2,mant2};
wire in1_gt_in2 = xin1[N-2:0] >= xin2[N-2:0] ? 1'b1 : 1'b0;
wire ls = in1_gt_in2 ? s1 : s2;
wire op = s1 ~^ s2;
wire lrc = in1_gt_in2 ? rc1 : rc2;
wire src = in1_gt_in2 ? rc2 : rc1;
wire [Bs-1:0] lr = in1_gt_in2 ? regime1 : regime2;
wire [Bs-1:0] sr = in1_gt_in2 ? regime2 : regime1;
wire [es-1:0] le = in1_gt_in2 ? e1 : e2;
wire [es-1:0] se = in1_gt_in2 ? e2 : e1;
wire [N-es:0] lm = in1_gt_in2 ? m1 : m2;
wire [N-es:0] sm = in1_gt_in2 ? m2 : m1;
wire [Bs:0] r_diff11, r_diff12, r_diff2;
sub_N #(.N(Bs)) uut_sub1 (lr, sr, r_diff11); 
add_N #(.N(Bs)) uut_add1 (lr, sr, r_diff12); 
sub_N #(.N(Bs)) uut_sub2 (sr, lr, r_diff2);  
wire [Bs:0] r_diff =  lrc ? (src ? r_diff11 : r_diff12) : r_diff2;
wire [es+Bs+1:0] diff;
sub_N #(.N(es+Bs+1)) uut_sub_diff ({r_diff,le}, {{Bs+1{1'b0}},se}, diff);
wire [Bs-1:0] exp_diff = (|diff[es+Bs:Bs]) ? {Bs{1'b1}} : diff[Bs-1:0];
wire [N-1:0] DSR_right_in;
generate
	if (es >= 2) 
	assign DSR_right_in = {sm,{es-1{1'b0}}};
	else 
	assign DSR_right_in = sm;
endgenerate
wire [N-1:0] DSR_right_out;
wire [Bs-1:0] DSR_e_diff  = exp_diff;
DSR_right_N_S #(.N(N), .S(Bs))  dsr1(.a(DSR_right_in), .b(DSR_e_diff), .c(DSR_right_out)); 
wire [N-1:0] add_m_in1;
generate
	if (es >= 2) 
	assign add_m_in1 = {lm,{es-1{1'b0}}};
	else 
	assign add_m_in1 = lm;
endgenerate
wire [N:0] add_m1, add_m2;
add_N #(.N(N)) uut_add_m1 (add_m_in1, DSR_right_out, add_m1);
sub_N #(.N(N)) uut_sub_m2 (add_m_in1, DSR_right_out, add_m2);
wire [N:0] add_m = op ? add_m1 : add_m2;
wire [1:0] mant_ovf = add_m[N:N-1];
wire [N-1:0] LOD_in = {(add_m[N] | add_m[N-1]), add_m[N-2:0]};
wire [Bs-1:0] left_shift;
LOD_N #(.N(N)) l2(.in(LOD_in), .out(left_shift));
wire [N-1:0] DSR_left_out_t;
DSR_left_N_S #(.N(N), .S(Bs)) dsl1(.a(add_m[N:1]), .b(left_shift), .c(DSR_left_out_t));
wire [N-1:0] DSR_left_out = DSR_left_out_t[N-1] ? DSR_left_out_t[N-1:0] : {DSR_left_out_t[N-2:0],1'b0}; 
wire [Bs:0] lr_N = lrc ? {1'b0,lr} : -{1'b0,lr};
wire [es+Bs+1:0] le_o_tmp, le_o;
sub_N #(.N(es+Bs+1)) sub3 ({lr_N,le}, {{es+1{1'b0}},left_shift}, le_o_tmp);
add_mantovf #(es+Bs+1) uut_add_mantovf (le_o_tmp, mant_ovf[1], le_o);
wire [es+Bs:0] le_oN = le_o[es+Bs] ? -le_o : le_o;
wire [es-1:0] e_o = (le_o[es+Bs] & |le_oN[es-1:0]) ? le_o[es-1:0] : le_oN[es-1:0];
wire [Bs-1:0] r_o = (~le_o[es+Bs] || (le_o[es+Bs] & |le_oN[es-1:0])) ? le_oN[es+Bs-1:es] + 1'b1 : le_oN[es+Bs-1:es];
wire [2*N-1:0]tmp_o = { {N{~le_o[es+Bs]}}, le_o[es+Bs], e_o, DSR_left_out[N-2:es]};
wire [2*N-1:0] tmp1_o;
DSR_right_N_S #(.N(2*N), .S(Bs)) dsr2 (.a(tmp_o), .b(r_o), .c(tmp1_o));
wire [2*N-1:0] tmp1_oN = ls ? -tmp1_o : tmp1_o;
assign out = inf|zero|(~DSR_left_out[N-1]) ? {inf,{N-1{1'b0}}} : {ls, tmp1_oN[N-1:1]},
	done = start0;
	always@(posedge clk)
	begin
	out_reg = out;
	end
endmodule
==> ./run.sh <==
#!/bin/bash
# OpenROAD 26Q1-2900-gdf79404cd8, Yosys 0.63+post, stock flow scripts
make -C /OpenROAD-flow-scripts/flow DESIGN_CONFIG=/design/flow/config.mk WORK_HOME=/design/flow/orfs finish
==> ./config.mk <==
export PLATFORM = sky130hd
export DESIGN_NAME = posit_adder
export DESIGN_NICKNAME = posit_adder
export VERILOG_FILES = /design/flow/design.v
export SDC_FILE = /design/flow/constraint.sdc
export NUM_CORES = 4
export LEC_CHECK = 1
export CORE_UTILIZATION = 40
export SYNTH_HDL_FRONTEND = slang
==> ./constraint.sdc <==
current_design posit_adder

set clk_period 16.6
set clk_io_pct 0.2

create_clock -name clk0 -period $clk_period [get_ports {clk}]

set non_clock_inputs [all_inputs -no_clocks]
set_input_delay [expr $clk_period * $clk_io_pct] -clock clk0 $non_clock_inputs
set_output_delay [expr $clk_period * $clk_io_pct] -clock clk0 [all_outputs]
==> results.txt <==
Status of the implementation.

- After global routing, the most crowded layer is met2.
- The residual overflow from global routing is 0, for reference.
- The final hold violation count is 0, for reference.
- The proportion of synthesized flip-flops having asynchronous set or reset is 0%, for reference.
- The count of instances resized after the clock tree is built is 0, for reference.
- The global routing met2 resource utilization is 37.25%, for reference.
- In this run, the number of DRC markers left after iteration 0 of detailed routing was 477.
- Entering global routing, the biggest net connects 17 pins.
- The number of distinct library cell variants in the gate-level netlist after synthesis is 108, for reference.
- The proportion of synthesized chip area in sequential cells is 8.707%, for reference.
- On the worst path, the slowest cell contributes a delay of 0.73 ns.
- For this design the top-level I/O count stands at 29.
- Max-cap violations in this run came to 0.
- The average detailed-routed wire length per instance is 16.93 microns, for reference.
- The root buffer selected by CTS is sky130_fd_sc_hd__clkbuf_16, for reference.
- Across the routed clock network, the largest skew measured is 0.003369 ns.
- Per the OpenROAD floorplan log, the width of the die is 119.5 microns.
- The slowest library cell on the worst path is sky130_fd_sc_hd__a22oi_1, for reference.
- The routed design ends up with an antenna cell count of 0.
- Per the CTS log, the maximum H-tree level is 1.
- The clock latency reported for the late side of the worst-skew pair is 0.26 ns, for reference.
- The max-slew violation count is 0, for reference.
- The congestion estimate from routability-driven global placement came to 0.9353.
- At the worst endpoint, the required time is 16.75 ns.
- The floorplan die height is 119.5 microns, for reference.
- The flow ran to the end, and the final reports show no timing, DRC or antenna violations.
- OpenROAD emitted warnings numbering 33.
- The post-detailed-route via-to-cell ratio is 6.116, for reference.
- Leaving out fill and tap cells, the most frequent cells in the layout are sky130_fd_sc_hd__nor2_1 (70), sky130_fd_sc_hd__nand2_1 (46), sky130_fd_sc_hd__a21oi_1 (43), sky130_fd_sc_hd__ha_1 (43), sky130_fd_sc_hd__inv_1 (39).
- The number of buffers created by CTS is 3, for reference.
- The synthesized instance count is 720, for reference.
- The total area inside the core boundary comes to 0.01335 sq mm.
- The global routing usage summed across all routing layers is 22.75%, for reference.
- The initial core utilization is 41.34%, for reference.
- Per the CTS log, the buffer count on the longest clock path is 2.
- Looking at the max-slew report, the worst-margin pin has a slew of 0.9017 ns.
- In this run the layout overhead on the synthesized area is reported as 8.005%.
- The number of buffers inserted by hold repair at cts is 0, for reference.
- The total iterations of the first detailed-routing run is 5, for reference.
- The clock drives 24 sinks.
- Sorting the synthesized cells by area gives the leading types as sky130_fd_sc_hd__ha_1 (9.8%), sky130_fd_sc_hd__dfxtp_1 (8.7%), sky130_fd_sc_hd__mux2i_1 (4.9%), sky130_fd_sc_hd__nor2_1 (4.8%), sky130_fd_sc_hd__a21oi_1 (3.9%).
- On the worst setup and hold paths after CTS, the clock-pin slew comes to 0.06 ns.
- The portion of synthesized cell area occupied by the leading cell type is 9.751%, for reference.
- The Yosys step of the flow raised 0 warnings.
- The mean area per synthesized cell is 7.664 sq um, for reference.
- The half-perimeter wire length after detailed placement is 12.55 mm, for reference.
- The initial antenna violation count came to 0.
- The floorplan step defined a die boundary enclosing 0.01427 sq mm.
- The DRC violation count after routing is 0, for reference.
- The buffer count from post-CTS setup fixing is 0, for reference.
- The final count of negative-setup-slack endpoints is 0, for reference.
- sky130_fd_sc_hd__ha_1 takes more of the synthesized area than any other cell.
- The worst relative slew slack is 39.89%, for reference.
- In this run the cell area of the synthesized design comes to 0.005518 sq mm.
- According to the timing report, the arrival time at the worst endpoint equals 14.59 ns.
- The number of nets with antenna violations after routing is 0, for reference.
- The placement row count is 42, for reference.
- Of all nets on the critical path, the largest fanout is 12.
- The worst register-to-register path depth is 63.
- Buffers placed on the I/O ports in this run total 26.
- The worst hold path class is reg2reg, for reference.
- In this run, synthesis produced a sequential element count of 24.
- Across the whole layout, storage elements account for 480.5 sq um.
- On met3, the global router reports a usage of 2.348%.
- The main flop type after synthesis is sky130_fd_sc_hd__dfxtp_1, for reference.
- The setup path with the least slack is of type reg2reg.
- Counting only logic cells after layout, the most numerous master is sky130_fd_sc_hd__nor2_1.
- The nature of the critical path startpoint is a flip-flop, for reference.
- Along the worst hold path, the cell count comes to 3.
- The time the final worst path needs with I/O delays and setup is 14.44 ns, for reference.
- In the global route stage, met1 resource usage came out at 32.68%.
- The worst setup path is captured at a flip-flop.
- The first global-routing pass estimated 26.12 mm of wire.
- The timing report gives the worst reg2reg path a setup slack of 2.16 ns.
- The area recorded from the Yosys report for this design is 0.005518 sq mm.
- Summing over every cut layer, the via total after detailed routing is 5535.
- The final sum of negative setup slack is 0 ns, for reference.
- After synthesis, the design contains 720 cells according to Yosys.
- Setup repair after global routing left no endpoint under its margin.
- Summing all multi-input logic gate instances after layout gives 0.004692 sq mm.
- In this run, synthesis inferred 0 flip-flops with an integrated enable.
- The fraction of final layout cells with drive strength greater than 1 is 10.56%, for reference.
- The via count of the first global-routing pass is 5148, for reference.
- The TritonCTS clock tree is yes, for reference.
- The highest attainable clock frequency is 69.24 MHz, for reference.
- Dividing the final minimum period by the clock period gives 87.00%.
- The detailed-route wire length is 15.32 mm, for reference.
- Fill cells in the final layout number 1289.
[synthesized netlist by cell type (13+ instances only)]
master / n
sky130_fd_sc_hd__a21oi_1: 43
sky130_fd_sc_hd__a31oi_1: 13
sky130_fd_sc_hd__dfxtp_1: 24
sky130_fd_sc_hd__ha_1: 43
sky130_fd_sc_hd__inv_1: 39
sky130_fd_sc_hd__mux2i_1: 27
sky130_fd_sc_hd__nand2_1: 46
sky130_fd_sc_hd__nand3_1: 23
sky130_fd_sc_hd__nor2_1: 70
sky130_fd_sc_hd__nor2b_1: 15
sky130_fd_sc_hd__nor3_1: 19
sky130_fd_sc_hd__o21ai_0: 29
sky130_fd_sc_hd__xnor2_1: 22
[routing by layer]
metal / vias up / wire, microns
li1: 2736 / -
met1: 2590 / 7093
met2: 187 / 7038
met3: 22 / 807
met4: 0 / 385
met5: - / 0
[metrics by stage]
stage | setup WS [ns] | cells | hold slack (ns) | area, sq um | util [%]
after floorplan | 4.599 | 720 | 0.8009 | 5518 | -
after global placement | 2.749 | 901 | 0.9888 | 5854 | 43.86
after detailed placement | 2.377 | 901 | 0.9737 | 5854 | 43.86
after CTS | 2.300 | 905 | 0.9915 | 5959 | 44.65
after global routing | 1.007 | 905 | 1.074 | 5959 | 44.65
final | 2.158 | 905 | 0.9829 | 5959 | 44.65
[critical path: cells and delay by family (launching register included)]
family                   cells  cell delay (ns)
multiplexers                 6             1.64
adder cells (fa/ha/maj)      8             2.26
buffers and inverters        6             0.85
AND/OR/NAND/NOR             18             2.87
XOR/XNOR                     4             1.43
AND-OR/OR-AND               21             4.72
flip-flops                   1             0.53
[layout make-up]
| cell class | count | area share, % |
|---|---|---|
| Clock buffer | 3 | 1.260 |
| Clock inverter | 1 | 0.5039 |
| Timing Repair Buffer | 30 | 4.871 |
| Tap cell | 176 | 3.695 |
| Sequential cell | 24 | 8.062 |
| Multi-Input combinational cell | 626 | 78.73 |
| Inverter | 45 | 2.876 |
[worst paths after layout]
check             startpoint         end
hold reg to reg       in1[6]  out_reg[7]
setup / recovery      in1[0]  out_reg[3]
setup reg to reg      in1[0]  out_reg[3]
hold / removal        in1[6]  out_reg[7]
[logic make-up (layout without fill, tap and decap cells)]
kind of cell,count (synthesis),in the layout,synth area share [%]
xor gates and xnor gates,37,37,6.395
buffers and inverters,70,79,6.258
and+or+nand+nor,270,270,27.10
AOI/OAI and AO/OA,234,234,32.97
DFF,24,24,8.707
adders and majority gates,48,48,11.56
muxes,37,37,7.007
